File: /design/flow/run.sh
#!/bin/bash
# OpenROAD 26Q1-2900-gdf79404cd8, Yosys 0.63+post, stock flow scripts
make -C /OpenROAD-flow-scripts/flow DESIGN_CONFIG=/design/flow/config.mk WORK_HOME=/design/flow/orfs finish
File: /design/flow/config.mk
export PLATFORM = sky130hd
export DESIGN_NAME = adder32
export DESIGN_NICKNAME = adder32
export VERILOG_FILES = /design/flow/design.v
export SDC_FILE = /design/flow/constraint.sdc
export NUM_CORES = 4
export LEC_CHECK = 1
export CORE_AREA = 10 10 94 94
export DIE_AREA = 0 0 104 104
File: /design/flow/design.v
module adder32(a_i,b_i,sum_o);
input[31:0] a_i;
input[31:0] b_i;
output logic [31:0] sum_o;
always_comb begin
  sum_o = a_i + b_i;
end
endmodule
File: /design/flow/constraint.sdc
current_design adder32

set clk_period 14.5
set clk_io_pct 0.2

create_clock -name clk0 -period $clk_period

set non_clock_inputs [all_inputs -no_clocks]
set_input_delay [expr $clk_period * $clk_io_pct] -clock clk0 $non_clock_inputs
set_output_delay [expr $clk_period * $clk_io_pct] -clock clk0 [all_outputs]
==> results_slide.txt <==
Implementation Results

Route
  – DR pass1 iterations: 4
  – ANT nets after route: 0
  – DR iter-0 viols: 115
  – Detailed-route via count: 2070
  – Via/cell ratio: 4.91
  – Routed wire length: 5880 µm
  – N_diodes: 0
  – Number of remaining DRC errors: 0
  – Routed wire per std cell: 13.9 µm

Pwr
  – LEAKAGE: 0.00118 µW
  – Power density over the cells: 48.0 mW/mm²
  – Worst vdd ir: 22.5 µV
  – Power, Total: 133 µW

Yosys
  – Fa+ha+maj area frac: 23.4%
  – Synthesized instance count: 241
  – Cell Type Count: 50
  – Synth Cell Area: 0.00174 mm²
  – Yosys cell count: 241
  – Xor/xnor share: 14.1%
  – Register share after synthesis: 0%
  – Yosys simple share: 18.3%
  – Synth warn: 1
  – Post-synth area from yosys stat: 0.00174 mm²
  – Top logic family: AND-OR/OR-AND gates
  – AO/OA Area Share: 39.3%
  – Syn Area/Cell: 7.24 µm²
  – Area fraction in mux cells: 1.15%

Die
  – Starting density of the core: 25.5%
  – Chip height: 104 µm
  – I/O pin cnt: 96
  – Die W: 104 µm
  – Chip area: 0.0108 mm²
  – Core area: 0.00683 mm²
  – Row count: 30

Critical path
  – Required @ worst endpoint: 11.60 ns
  – Critical-path cell list: clkdlybuf4s50_1 > ha_1 > fa_1 > a21o_1 > a31o_2 > nand3_1 > o221ai_1 > a311oi_1 > o21bai_1 > xor2_1 > clkdlybuf4s50_1
  – Arrival @ worst endpoint: 5.88 ns
  – Critical-path top delay cell: clkdlybuf4s50_1
  – Most used cell, CP: clkdlybuf4s50_1
  – Crit Path Max Fanout: 4
  – Critical path startpoint category: input pin
  – Crit-path max cell delay: 0.49 ns
  – WS Path Type: input pin to output pin
  – Nature of the critical path endpoint: output pin

Final timing
  – RSZ-0062 raised after global routing: false
  – Minimum clock period: 8.78 ns
  – Setup TNS Final: 0 ns
  – Slew Limit Fails: 0
  – F_max: 114 MHz
  – Slew margin rel.: 63.3%
  – Final period util: 60.5%
  – Worst slew pin tran: 0.537 ns
  – # setup viols final: 0
  – Final Hold Fails: 0

Worst hold path
  – Hold Path Depth: 3
  – Min-delay src: b_i[0]
  – Worst hold endpoint: sum_o[0]
  – Hold Path Class: input pin to output pin

Placement
  – Routability cong.: 0.819
  – Number of port buffers: 96
  – DP HPWL: 5180 µm
  – Placed cell areas: 0.00278 mm²

Layout
  – Area Overhead vs Synth: 59.5%
  – CLK BUF: 0
  – Layout cells sized above 1: 3.07%
  – Flop Count: 0
  – Top cell excl fill/tap: clkdlybuf4s50_1
  – Register area: 0 µm²
  – Fin util: 40.7%
  – Fin area: 0.00278 mm²
  – Top cells excl fill/tap: 96 x clkdlybuf4s50_1, 31 x ha_1, 29 x a21oi_1, 19 x a21o_1, 18 x nand2_1

Global routing
  – Initial antenna violation count: 0
  – GRT Overall Usage: 10.2%
  – GRT overflow: 0
  – Vias in the first global route: 2044
  – First-pass GRT wire length: 9700 µm
  – Largest net degree at the start of global routing: 11

Clock network
  – Cts-stage hold buffer count: 0
  – Post-CTS Setup Repair Bufs: 0
  – Post-CTS Resized: 0

Outcome
  – Run status: completed

Flow run
  – MaxCap Viol Count: 0
  – Tool warnings: 32
## cells in the mapped netlist (3+ instances only)
cell       n  area (µm²)
nand4_1    8        50.1
a21oi_1   29         145
nor3_1     4        20.0
a211oi_1   3        22.5
o21ai_0   13        65.1
inv_1      6        22.5
o21bai_1   4        30.0
o211ai_1   3        22.5
a31oi_1    3        18.8
a21o_1    19         143
xor2_1    15         131
clkbuf_1   8        30.0
nand2_1   18        67.6
or2_2      3        18.8
nand3_1   10        50.1
nor2_1    12        45.0
xnor2_1   13         114
ha_1      31         388
## cell families after synthesis
group                    count (synthesis)
AND/OR/NAND/NOR                         65
AND-OR/OR-AND                           97
adder cells (fa/ha/maj)                 32
multiplexers                             2
XOR/XNOR                                28
buffers and inverters                   17
## routing by layer
metal	GRT usage, %	routed length (µm)	vias to the layer above
li1	-	-	1087
met1	14.4	2970	929
met2	16.6	2610	54
met3	1.94	304	0
met4	0	0	0
met5	0	0	-
## critical path, delay by kind of cell
kind | cells | cell delay [ns]
AND-OR/OR-AND | 5 | 1.17
buffers and inverters | 2 | 0.89
adder cells (fa/ha/maj) | 2 | 0.64
XOR/XNOR | 1 | 0.16
AND/OR/NAND/NOR | 1 | 0.09
## where the power goes
group / switching [µW] / internal, µW / leakage, µW
combinational: 53.2 / 80.3 / 0.00118
clock: 0 / 0 / 0
sequential: 0 / 0 / 0
## worst max-delay path by stage
| stage | start | to | slack (ns) |
|---|---|---|---|
| after CTS | a_i[0] | sum_o[26] | 5.71 |
| after global routing | a_i[0] | sum_o[26] | 5.52 |
| final | a_i[0] | sum_o[26] | 5.72 |
## area by class of cell
cell class	count	area, µm²
Inverter	6	22.5
Timing Repair Buffer	96	961
Multi-Input combinational cell	224	1680
Tap cell	96	120
Fill cell	728	4050
## per-stage QoR
stage | setup WS, ns | cells | hold slack [ns]
CTS | 5.71 | 422 | 6.85
global route | 5.52 | 422 | 6.85
floorplan | 6.87 | 241 | 5.87
finish | 5.72 | 422 | 6.84
detailed placement | 5.72 | 422 | 6.84
global placement | 5.78 | 422 | 6.83
Power and IR drop assume default switching activity.
