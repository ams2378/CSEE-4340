File: design/flow/run.sh
#!/bin/bash
# OpenROAD 26Q1-2900-gdf79404cd8, Yosys 0.63+post, stock flow scripts
make -C /OpenROAD-flow-scripts/flow DESIGN_CONFIG=/design/flow/config.mk WORK_HOME=/design/flow/orfs finish
File: design/flow/config.mk
export PLATFORM = sky130hd
export DESIGN_NAME = decoder_6_64
export DESIGN_NICKNAME = decoder_6_64
export VERILOG_FILES = /design/flow/design.v
export SDC_FILE = /design/flow/constraint.sdc
export NUM_CORES = 4
export LEC_CHECK = 1
export CORE_AREA = 10 10 70 70
export DIE_AREA = 0 0 80 80
File: design/flow/constraint.sdc
current_design decoder_6_64

set clk_period 1.7
set clk_io_pct 0.2

create_clock -name clk0 -period $clk_period

set non_clock_inputs [all_inputs -no_clocks]
set_input_delay [expr $clk_period * $clk_io_pct] -clock clk0 $non_clock_inputs
set_output_delay [expr $clk_period * $clk_io_pct] -clock clk0 [all_outputs]
File: design/flow/design.v
module decoder_6_64 ( decoder_i, decoder_o );
	input [5:0] decoder_i;
	output [63:0] decoder_o;
	reg [63:0] mid;
	always_comb begin
		for ( int iter = 0; iter < 64; iter++ ) begin
			mid[iter] = ( decoder_i==iter );
		end
	end
	assign decoder_o = mid;	
endmodule
==> notes.md <==
yosys + openroad results -> DRC errors left 0, RSZ-0062 raised after global routing yes, placed cell count 216, yosys cell count 95, power per cell area 142.5 nW/µm², Rows 21, status complete, but fails checks, Top cell excl fill/tap nor2_1, count of input and output buffers 70, Netlist Area Pre-Place 465.4 µm², flop count 0, Final min period 1.754 ns, Routability Congestion 0.7265, drt wl/cell 14.95 µm, VDD IR max 0.05342 mV, Overflow after GRT 0, yosys warning tally 1, Mapped Cells 95, endpoints failing hold 0, CP most frequent cell buf_6, Post-Place Setup Slack -0.7293 ns, CP delay by family, top simple AND/OR/NAND/NOR gates, Worst setup EP type primary output, leakage 1.014 nW, Final Power 0.2561 mW, critical path class in2out, worst stage delay on the critical path 0.54 ns, sequential area share after synthesis 0%, Slew HR 87.00%, All-Layer GR Usage 10.59%, CP arrival 1.41 ns, FP Util 13.63%, dominant logic cell types in the final layout nor2_1, buf_4, dlygate4sd2_1, initial antenna violation count 0, final setup margin -0.05389 ns, Post-DP HPWL 2478 µm, largest net degree at the start of global routing 9, area delta synth->final 286.0%, Die X 80 µm, Max-Cap Viols 0, layout cells sized above 1 59.52%, Worst-Margin Slew 0.1940 ns, chip area 6400 µm², drt total wl 3828 µm, Clock buffer cells 0, Post-Syn Area per Cell 4.899 µm², DRT iter0 DRCs 26, Seq. cell area 0 µm², CP max stage cell or4b_4, failing checks setup timing, drt first pass iters 4, setup TNS -0.1217 ns, vias in the first global route 1076, Non-Filler Instances 256, Critical Path Start Type input pin, critical-path cell list buf_8 -> or4b_4 -> buf_6 -> buf_6 -> nor2_4 -> buf_2, I/O pin cnt 70, hold buffer count at CTS 0, Via Count 1088, core area 3416 µm², Fmax 0.5702 GHz, distinct lib cells 11, Final Cycle Share 103.2%, crit-path max FO 7, setup violators final 3, worst endpoint required time 1.36 ns, synthesis area per yosys 465.4 µm², first-pass GRT wire length 5658 µm, die height 80 µm, post-route ant nets 0, post-DR vias/cell 4.250, tool warnings 34, Final Max Slew Viols 0, ANT cells 0, Worst Hold Class in2out, Buf/Inv on CP 4
[area by class of cell]
| cell class | count | area [µm²] |
|---|---|---|
| Fill cell | 300 | 1619 |
| Multi-Input combinational cell | 85 | 654.4 |
| Tap cell | 46 | 57.56 |
| Timing Repair Buffer | 125 | 1085 |
[timing repair]
item | in CTS | in global routing
gates cloned | 4 | 0
setup buffers | 31 | 10
pin swaps | 41 | 20
setup endpoints to repair | 64 | 34
gates resized | 176 | 42
[synthesized netlist by cell type (all sizes together)]
library cell / n / area [µm²]
buf: 1 / 5.000
nand2b: 2 / 12.51
nor2: 64 / 240.2
clkbuf: 10 / 37.54
or4b: 4 / 40.04
nand4: 1 / 6.260
or4: 1 / 11.26
or2: 1 / 6.260
nand4b: 4 / 35.03
nand4bb: 6 / 67.56
nand2: 1 / 3.750
[power breakdown]
part | internal (mW) | switching (mW) | leakage (nW)
clock | 0 | 0 | 0
sequential | 0 | 0 | 0
combinational | 0.146 | 0.110 | 1.01
[routing by layer]
layer,track usage [%],vias to the layer above,wire (µm)
met4,0,0,0
met2,19.34,32,1935
met1,12.78,510,1602
met5,0,-,0
li1,-,546,-
met3,2.727,0,290
[per-stage QoR]
step / utilization (%) / hold slack [ns] / instance area [µm²]
2_1_floorplan: - / 0.8114 / 465.4
3_3_place_gp: 38.10 / 1.814 / 1301
3_5_place_dp: 38.10 / 1.809 / 1301
4_1_cts: 49.01 / 1.029 / 1674
5_1_grt: 52.60 / 1.067 / 1797
6_report: 52.60 / 1.045 / 1797
[logic make-up after synthesis]
family | synth area share [%]
simple gates | 90.86
buf+inv | 9.140
[worst paths after layout]
check / from / endpoint / slack [ns] / depth (start not counted)
worst min-delay path: decoder_i[5] / decoder_o[3] / 1.05 / 4
worst max-delay path: decoder_i[4] / decoder_o[5] / -0.05 / 6
Power is estimated from default activity; no workload was simulated.
